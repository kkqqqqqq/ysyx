[flow/design.v]
`timescale 1ns / 1ps
module exe_stage(
  input wire rst,
  input wire [63 : 0]pc_i,
  input wire [6 : 0]inst_num_i,
  input wire [6 : 0]inst_opcode_i,
  input wire [63 : 0]op1_i,
  input wire [63 : 0]op2_i,
  input wire [63 : 0]offset_i,
  input wire rd_w_ena_i,
  input wire [4 : 0]rd_w_addr_i,
  output wire rd_w_ena_o,
  output wire [4 : 0]rd_w_addr_o, 
  output reg  [63 : 0]rd_w_data_o,
  output wire [63 : 0] pc_o
);
assign rd_w_ena_o = rd_w_ena_i;
assign rd_w_addr_o = rd_w_addr_i;
wire [63 : 0 ] op2_mux = (~op2_i)+1;
wire [63 : 0 ] sub_result = op1_i + op2_mux;
always@( * )
begin
  if( rst ==  1'b1 )
  begin
    rd_w_data_o = 64'h00000000_00000000;
    pc_o=pc_i;
  end
  else begin
    rd_w_data_o = 64'h00000000_00000000;
    case( inst_opcode_i )
      7'b0010011: begin 
        pc_o=pc_i+4;
        case(inst_num_i)
          7'b0010011:begin
            rd_w_data_o = op1_i + op2_i; 
          end
          7'b0010100:begin
             if((op1_i[63]&&op2_i[63]&&sub_result[63]) || (op1_i[63]&& !op2_i[63]) || (!op1_i[63] && !op2_i[63] && sub_result[63])) begin
               rd_w_data_o=1;
             end else begin
               rd_w_data_o=0;
             end
          end
          7'b0010101:begin
             rd_w_data_o = (op1_i<op2_i)?1:0; 
          end
          7'b0010110:begin
             rd_w_data_o = op1_i^op2_i; 
          end
          7'b0010111:begin
             rd_w_data_o = op1_i | op2_i; 
          end
          7'b0011000:begin
            rd_w_data_o = op1_i & op2_i; 
          end
          7'b0011001:begin
            rd_w_data_o = op1_i << op2_i[5:0];
          end
          7'b0011010:begin
            rd_w_data_o = op1_i >> op2_i[5:0];
          end
          7'b0011011:begin
            rd_w_data_o = ($signed(op1_i)) >>> op2_i[5:0];
          end
          default:begin rd_w_data_o=64'h00000000_00000000; end
        endcase
      end
      7'b0110011 :begin
        pc_o=pc_i+4;
        case(inst_num_i)
          7'b0011100: begin
            rd_w_data_o = op1_i + op2_i;
          end
          7'b0011101:begin
            rd_w_data_o = op1_i - op2_i; 
          end
          7'b0011110:begin
            rd_w_data_o = op1_i << op2_i[5:0];
          end
          7'b0010100:begin 
            if((op1_i[63]&&op2_i[63]&&sub_result[63]) || (op1_i[63]&& !op2_i[63]) || (!op1_i[63] && !op2_i[63] && sub_result[63])) begin
              rd_w_data_o=1;
            end else begin
              rd_w_data_o=0;
            end
          end
          7'b0010101:begin
            rd_w_data_o = (op1_i<op2_i)?1:0; 
            if(op1_i==64'h00000000_00000000) begin rd_w_data_o = 1; end
          end
          7'b0100001:begin
            rd_w_data_o = op1_i ^ op2_i; 
          end
          7'b0100100:begin
            rd_w_data_o = op1_i | op2_i; 
          end
          7'b0100101:begin
            rd_w_data_o = op1_i & op2_i; 
          end
          7'b0100010:begin
            rd_w_data_o = op1_i >> op2_i[5:0];
          end
          7'b0100011:begin
            rd_w_data_o = ($signed(op1_i)) >>> op2_i[5:0];
          end
          default:begin rd_w_data_o=64'h00000000_00000000; end
        endcase
      end
      7'b1100011 :begin
        case(inst_num_i)
          7'b0000101:begin
            if(op1_i == op2_i) begin pc_o = pc_i +offset_i;  end
            else begin pc_o=pc_i + 4;end
          end
          7'b0000110:begin
            if(op1_i != op2_i) begin pc_o = pc_i +offset_i;  end
            else begin pc_o=pc_i + 4;end
          end
          7'b0000111:begin
            if((op1_i[63]&& !op2_i[63]) || ( !op1_i[63]&& !op2_i[63] && (op1_i < op2_i)) ||(op1_i[63]&&op2_i[63]&&(op1_i < op2_i))) begin
              pc_o=pc_i+offset_i;
            end  else  begin 
              pc_o=pc_i + 4;
            end
          end
          7'b0001000:begin
             if((!op1_i[63]&& op2_i[63]) || (!op1_i[63]&& !op2_i[63] && (op1_i >= op2_i)) || (op1_i[63]&&op2_i[63]&&(op1_i>=op2_i))) begin
              pc_o=pc_i+offset_i;
             end  else begin 
              pc_o=pc_i + 4;
            end
          end
          7'b0001001:begin
            if(op1_i < op2_i) begin pc_o = pc_i +offset_i;  end
            else begin 
              pc_o=pc_i + 4;
            end
          end
          7'b0001010:begin
            if(op1_i >= op2_i) begin pc_o = pc_i +offset_i;  end
            else begin 
              pc_o=pc_i + 4;
            end
          end
          default:begin pc_o=pc_i +4 ;   end
        endcase
      end
      7'b0110111 :begin
        pc_o=pc_i+4;
        rd_w_data_o = op1_i << 12 ;
      end
      7'b0010111:begin
        pc_o=pc_i+4;
        rd_w_data_o = op1_i << 12 +pc_i;
      end
      7'b1101111:begin
        rd_w_data_o = pc_i+4;
        pc_o= pc_i + op1_i;
      end
      7'b1100111:begin
        rd_w_data_o = pc_i+4;
        pc_o= (op1_i+op2_i)&(~1);
      end
      7'b1110011:begin
        pc_o= pc_i+4;
        rd_w_data_o = 64'h00000000_00000000; 
        case(inst_num_i)
          7'b0101000:begin
          end
          7'b0101001:begin
          end
          7'b0101010:begin
          end
          7'b0101011:begin
          end
          7'b0101100:begin
          end
          7'b0101101:begin
          end
          7'b0101110:begin
          end
          7'b0101111:begin
          end
          default:begin ; end
        endcase
      end
      default:begin 
        rd_w_data_o = 64'h00000000_00000000; 
        pc_o= pc_i+4;
      end
	  endcase
  end
end
endmodule
[flow/run.sh]
#!/bin/bash
# OpenROAD 26Q1-2900-gdf79404cd8, Yosys 0.63+post, stock flow scripts
make -C /OpenROAD-flow-scripts/flow DESIGN_CONFIG=/design/flow/config.mk WORK_HOME=/design/flow/orfs finish
[flow/config.mk]
export PLATFORM = sky130hd
export DESIGN_NAME = exe_stage
export DESIGN_NICKNAME = exe_stage
export VERILOG_FILES = /design/flow/design.v
export SDC_FILE = /design/flow/constraint.sdc
export NUM_CORES = 4
export LEC_CHECK = 1
export CORE_UTILIZATION = 40
[flow/constraint.sdc]
current_design exe_stage

set clk_period 32.8
set clk_io_pct 0.2

create_clock -name clk0 -period $clk_period

set non_clock_inputs [all_inputs -no_clocks]
set_input_delay [expr $clk_period * $clk_io_pct] -clock clk0 $non_clock_inputs
set_output_delay [expr $clk_period * $clk_io_pct] -clock clk0 [all_outputs]
==> run notes <==
impl run done, here's what came out: Syn. warnings 23, Slowest cell on crit path nand2b_1, Chip Area, Yosys 0.0418 mm², routed wire length 336,000 µm, required time of the critical path 26.24 ns, final-report max-slew violation count 10, Top cell excl fill/tap nor2_1, TritonRoute pass-1 iters 14, Simple-Gate Area Share 23.4%, status complete, but fails checks, violated checks capacitance limit, slew limit, CP Max Fanout 16, clock buffers 0, hold endpoint rd_w_addr_o[0], CP delay by family, top AND-OR/OR-AND gates, vias in the first global route 57,000, DR WL/cell 41.7 µm, Core Util at FP 40.4%, detailed placer's ending HPWL 254,000 µm, ys cells 6,463, net switching power figure 697 µW, Placeable Area 0.103 mm², CP bufs+invs 6, design area 0.0480 mm², Cell Type Count 98, Max Cap Violations 2, largest net degree at the start of global routing 115, Area after DPL 0.0479 mm², MUX share of area 14.1%, setup TNS 0 ns, Die Ht 325 µm, FMAX 0.0449 GHz, mapped cell area 0.0418 mm², all-layer global routing usage 62.3%, pwr/cell area 21.0 mW/mm², post-synthesis sequential area ratio 0%, Rows 118, Reg area 0 µm², critical path cell sequence clkdlybuf4s50_1 -> buf_4 -> inv_1 -> ha_1 -> clkinv_1 -> nand3_1 -> nand2b_1 -> a211oi_1 -> o2111ai_1 -> buf_4 -> a31oi_1 -> a211o_1 -> a21oi_1 -> nor2b_1 -> nor3_1 -> o31ai_1 -> a21o_1 -> fa_1 -> nor2b_1 -> a2111oi_0 -> o21ai_0 -> a31oi_1 -> clkdlybuf4s50_1, RePlAce Congestion 1.27, Vias per Instance 7.84, Via Count 63,000, RSZ-0062 raised after global routing false, Die ar. 0.106 mm², share of layout cells above drive strength 1 10.1%, top logic cells by instance count in the layout nor2_1 (824), a21oi_1 (649), nand2_1 (627), o21ai_0 (521), clkdlybuf4s50_1 (389), PortBufs 399, Critical Path Sink Type output pin, CP Data Arrival Time 15.70 ns, syn avg cell area 6.47 µm², Hold Vio Cnt, Final 0, Slew @ Worst Pin 1.94 ns, Die W 325 µm, # Post-CTS Setup Buffers 0, aoi share 38.2%, Crit Path Category in -> out, Int Power 311 µW, Post-Synth Adder-Cell Area 9.88%, biggest cell delay along the critical path 0.97 ns, HP Class in -> out, DRC 0, grt ovf 0, Setup Slack @ Placement 11.85 ns, fin crit period 22.26 ns, initial antenna violation count 52, final setup fails 0, Log Warnings 168, Worst slew margin -29.4%, XOR-XNOR Cells, Area Fraction 6.33%, PostCTS Resize Cnt 0, Sw Share 69.1%, Worst Setup Start Kind input port, IO Count 411, Worst Slack Setup Final 10.54 ns, DR iter-0 viols 11,100, flip-flops 0, fin crit share 67.9%, global-route wire length before repair 457,000 µm, Main logic family AND-OR/OR-AND gates, Hold Path Cell Cnt 0, Syn Inst Count 6,463, Synth-to-Final Area Change 14.9%, min-delay src rd_w_addr_i[0], Peak VDD IR 13.7 µV, residual antenna-violating net count after detailed routing 0, Hold-fix buffers, CTS 0, P_leak 18.1 nW
-- metrics by stage --
stage | hold WS, ns | power [mW] | util, % | std cells
after floorplan | 13.18 | 0.510 | - | 6463
after global placement | 13.12 | 0.916 | 46.2 | 7971
after detailed placement | 13.12 | 0.915 | 46.2 | 7972
after CTS | 13.12 | 0.919 | 46.2 | 7972
after global routing | 13.12 | 1.01 | 46.3 | 7997
final | 13.12 | 1.01 | 46.4 | 8040
-- cells by family after synthesis --
family | Yosys count
compound gates | 2420
xor+xnor | 302
fa+ha+maj | 327
buf+inv | 866
mux | 372
simple gates | 2176
-- cell type report --
type	instances	area, µm²
inverter	267	1010
timing repair buffer	732	6490
antenna	64	160
multi-input combinational	5597	38700
fill	10600	55500
tap	1380	1730
-- synth_stat cells (all sizes together), types with 17 or more instances --
cell / number / share of area (%)
a221o: 63 / 1.5
a211o: 20 / 0.42
mux2i: 162 / 3.9
or2: 25 / 0.37
nand2: 629 / 5.6
xor2: 73 / 1.5
a21boi: 17 / 0.31
a21o: 117 / 2.1
nor4: 79 / 1.3
nand4: 109 / 1.6
a2111oi: 18 / 0.38
xnor2: 229 / 4.8
nor2b: 39 / 0.58
mux2: 42 / 1.1
nand2b: 39 / 0.58
buf: 148 / 1.6
or3: 28 / 0.43
o221ai: 91 / 1.9
o21bai: 53 / 0.95
a222oi: 38 / 0.91
a221oi: 183 / 3.8
nand3: 132 / 1.6
o22ai: 83 / 1.2
nor3: 137 / 1.7
o211ai: 67 / 1.2
o31ai: 57 / 1.0
mux4: 168 / 9.1
inv: 261 / 2.3
o21ai: 531 / 6.4
nor2: 840 / 7.6
o21a: 39 / 0.70
and3: 30 / 0.45
or4: 20 / 0.38
ha: 322 / 9.6
and2: 40 / 0.60
a22oi: 35 / 0.63
a21oi: 650 / 7.8
a31oi: 88 / 1.3
clkbuf: 451 / 4.1
a211oi: 91 / 1.7
-- routing by layer --
metal	share of wire (%)	global-route usage, %	wire [µm]	vias to the layer above
li1	-	-	-	24800
met2	37	80.7	124000	6559
met5	0.72	21.3	2410	-
met3	18	41.2	59100	2363
met4	12	55.3	41800	60
met1	32	66.5	108000	29300
-- worst max path at each step --
stage         depth (start not counted)      start         endpoint
finish                               23  op1_i[15]   rd_w_data_o[0]
CTS                                  25  op1_i[10]  rd_w_data_o[63]
global route                         23  op1_i[15]   rd_w_data_o[0]
Power and IR drop assume default switching activity.
