**design.v**
```verilog
`timescale 1ns / 1ps
module mem_stage(
  input wire rst,
  input reg  [63 : 0]rd_w_data_i,
  input wire rd_w_ena_i,
  input wire [4 : 0]rd_w_addr_i, 
  output wire rd_w_ena_o,
  output wire [4 : 0]rd_w_addr_o, 
  output reg  [63 : 0]rd_w_data_o
);
always@(* )
begin
  if( rst == 1'b1 )
  begin
    rd_w_addr_o = 5'b00000;  
    rd_w_ena_o = 1'b0;
    rd_w_data_o = 64'h00000000_00000000;
  end
  else
  begin
    rd_w_addr_o = rd_w_addr_i; 
    rd_w_ena_o = rd_w_ena_i;
    rd_w_data_o = rd_w_data_i;
  end
end
endmodule
```
**constraint.sdc**
```tcl
current_design mem_stage

set clk_period 1.0
set clk_io_pct 0.2

create_clock -name clk0 -period $clk_period

set non_clock_inputs [all_inputs -no_clocks]
set_input_delay [expr $clk_period * $clk_io_pct] -clock clk0 $non_clock_inputs
set_output_delay [expr $clk_period * $clk_io_pct] -clock clk0 [all_outputs]
```
**run.sh**
```bash
#!/bin/bash
# OpenROAD 26Q1-2900-gdf79404cd8, Yosys 0.63+post, stock flow scripts
make -C /OpenROAD-flow-scripts/flow DESIGN_CONFIG=/design/flow/config.mk WORK_HOME=/design/flow/orfs finish
```
**config.mk**
```make
export PLATFORM = sky130hd
export DESIGN_NAME = mem_stage
export DESIGN_NICKNAME = mem_stage
export VERILOG_FILES = /design/flow/design.v
export SDC_FILE = /design/flow/constraint.sdc
export NUM_CORES = 4
export LEC_CHECK = 1
export CORE_AREA = 10 10 77 77
export DIE_AREA = 0 0 87 87
```
==> run summary <==
Physical implementation

The pre-placement core utilization is 10.9%. The chip occupies 7570 um2. Global routing used 8.89% of the available tracks. The fraction of final layout cells with drive strength greater than 1 is 35.5%. In this run, the number of DRC markers left after iteration 0 of detailed routing was 12. Looking at area per cell type in the netlist, the leader is sky130_fd_sc_hd__nor2b_1. STA classifies the critical path startpoint as an input port. According to the floorplan report, the die height is 87 um. The total global routing overflow is 0. The worst-case IR drop observed on VDD is 0.110 mV. The chip area line of the yosys report is 473 um2. The data required time reported for the critical path is 800 ps. The largest fanout on the critical path is 36. The time the final worst path needs with I/O delays and setup is 949 ps. The number of max-cap violations is 0.

The cell count after synthesis is 77. The fraction of the cycle the final worst path needs is 94.9%. The portion of synthesized cell area occupied by the leading cell type is 92.6%. Power spread over the standard cell area amounts to 292 nW/um2. The placement stage leaves a total instance area of 1960 um2. The worst relative slew slack is 90.1%.

The area taken by sequential standard cells is reported as 0 um2. Entering global routing, the biggest net connects 37 pins. The critical path endpoint category is a primary output.

The tally of OpenROAD warnings is 32. The post-detailed-route DRC marker count is 0. The leakage dissipation is 0.892 nW. The number of detailed-route iterations in the first pass is 2. The synthesized netlist occupies a cell area of 473 um2. The hold buffer count at CTS is 0.

Counting instances, the worst hold path has a depth of 3. The number of global-route vias before repair is 1021. The number of antenna violations at the first check in global routing is 0.

Derived from the worst setup path, the maximum achievable clock frequency is 1.05 GHz. The wire length recorded after detailed routing is 3900 um. The post-route total power is 0.448 mW. From synthesis to final layout, the design area changed by 224%.

The buffer_ports step reported a buffer count of 141. The number of slew-limit violations in the final report is 0. Setup repair after global routing left no endpoint under its margin. The post-route antenna net violation count is 0. The worst setup path category is input port to primary output. The post-route core utilization is 35.2%. Yosys attributes the largest share of cell area to sky130_fd_sc_hd__nor2b_1 93%, sky130_fd_sc_hd__buf_2 7.4%.

The total core area is 4350 um2. The number of sequential storage elements is 0. The total negative slack is 0 ps. The arrival time of the worst setup path is 750 ps. The finished cells cover 1530 um2. The number of diodes is 0. The flow ran to the end, and the final reports show no timing, DRC or antenna violations. After its last routability iteration, the placer logged a weighted congestion of 0.710.

The slew at the pin closest to its max-slew limit is 148 ps. Hold is met by 779 ps. For reference, the post-synthesis area per instance comes to 6.14 um2.

The synthesized netlist contains 2 unique library cells. The number of setup violations in the final report is 0. Per the layout report, the design carries 543 filler cells.

The proportion of synthesized chip area in sequential cells is 0%. The script logs the ratio of routed vias to standard cells as 3.69. By instance count after routing, the leading logic cell type is sky130_fd_sc_hd__buf_2.

The first global-routing pass estimated 5510 um of wire. By instance count after routing, the leading logic cell types are 71 x sky130_fd_sc_hd__buf_2, 70 x sky130_fd_sc_hd__dlygate4sd2_1, 68 x sky130_fd_sc_hd__nor2b_1, 2 x sky130_fd_sc_hd__nor2b_4, 2 x sky130_fd_sc_hd__buf_12. The number of vias after detailed routing is 982. The path class of the tightest hold or removal check is input port to primary output. The HPWL reported at the end of detailed placement is 3560 um. The Yosys warning count is 5. The I/O pin total is 141.

The per-cell routed wire length is 14.7 um. The number of cell rows is 24. The number of cells in Yosys stat is 77. The chip width is 87 um. The startpoint of the lowest-slack hold path is rd_w_data_i[10]. In the finished layout, the clock tree contains a buffer count of 0. The endpoint of the worst hold path is reported as rd_w_data_o[10]. The number of buffers inserted by post-CTS setup repair is 0. The hold violation total from the final report is 0.
where the power goes:
part / total, mW / leakage [nW] / switching (mW) / internal [mW]
logic: 0.448 / 0.892 / 0.127 / 0.321
registers: 0 / 0 / 0 / 0
clock network: 0 / 0 / 0 / 0
total: 0.448 / 0.892 / 0.127 / 0.321
how the worst max path moves through the flow:
stage     start               to  cells after the start
6_report    rst  rd_w_data_o[41]                      4
5_1_grt     rst   rd_w_data_o[4]                      4
4_1_cts     rst  rd_w_data_o[61]                      4
critical path, cell delays in order:
cell and delay, ps:
sky130_fd_sc_hd__buf_2 140, sky130_fd_sc_hd__buf_12 170, sky130_fd_sc_hd__nor2b_1 120, sky130_fd_sc_hd__buf_2 110
layout make-up:
class / count / area [um2] / area share (%)
Tap cell: 52 / 65.1 / 4.24
Timing Repair Buffer: 144 / 1020 / 66.2
Multi-Input combinational cell: 70 / 453 / 29.5
per-layer routing:
metal	up-vias	global-route usage (%)	wire, um
met1	400	9.26	1410
met4	0	0	0
met5	-	0	0
met2	84	14.6	1750
li1	498	-	-
met3	0	7.08	743
logic make-up (layout without fill, tap and decap cells):
logic type | count (synthesis) | count (layout) | share of synthesized area, %
buf+inv | 7 | 144 | 7.41
simple gates | 70 | 70 | 92.6
synth_stat cells:
cell type                 count
sky130_fd_sc_hd__nor2b_1     70
sky130_fd_sc_hd__buf_2        7
per-stage QoR:
step | std cells | setup slack, ps
3_3_place_gp | 266 | -491
2_1_floorplan | 77 | 386
6_report | 266 | 51.0
3_5_place_dp | 266 | -487
5_1_grt | 266 | 1.97
4_1_cts | 266 | 40.3
timing repair:
item,in CTS,in global routing
endpoints found under the setup margin,70,0
gates resized,288,0
endpoints found under the hold margin,0,0
No activity file was given, so power comes from the tool's default toggle rates.
