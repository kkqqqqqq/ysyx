## /design/flow/config.mk

```make
export PLATFORM = sky130hd
export DESIGN_NAME = regfile
export DESIGN_NICKNAME = regfile
export VERILOG_FILES = /design/flow/design.v
export SDC_FILE = /design/flow/constraint.sdc
export NUM_CORES = 4
export LEC_CHECK = 1
export CORE_UTILIZATION = 30
```

## /design/flow/constraint.sdc

```tcl
current_design regfile

set clk_period 61.0
set clk_io_pct 0.2

create_clock -name clk0 -period $clk_period [get_ports {clk}]

set non_clock_inputs [all_inputs -no_clocks]
set_input_delay [expr $clk_period * $clk_io_pct] -clock clk0 $non_clock_inputs
set_output_delay [expr $clk_period * $clk_io_pct] -clock clk0 [all_outputs]
```

## /design/flow/design.v

```verilog
`timescale 1ns / 1ps
module regfile(
    input  wire clk,
	input  wire rst,
	input  wire  [4  : 0] r_addr1_i,
	input  wire 		  r_ena1_i,
	input  wire  [4  : 0] r_addr2_i,	
	input  wire 		  r_ena2_i,
	input  wire  [4  : 0] w_addr_i,
	input  wire  [63 : 0] w_data_i,
	input  wire 		  w_ena_i,
	output reg   [63 : 0] r_data1_o,
	output reg   [63 : 0] r_data2_o
    );
	reg [63 : 0] 	regs[0 : 31];
	always @(posedge clk) 
	begin
		if ( rst == 1'b1 ) 
		begin
			regs[ 0] <= 64'h00000000_00000000;
			regs[ 1] <= 64'h00000000_00000000;
			regs[ 2] <= 64'h00000000_00000000;
			regs[ 3] <= 64'h00000000_00000000;
			regs[ 4] <= 64'h00000000_00000000;
			regs[ 5] <= 64'h00000000_00000000;
			regs[ 6] <= 64'h00000000_00000000;
			regs[ 7] <= 64'h00000000_00000000;
			regs[ 8] <= 64'h00000000_00000000;
			regs[ 9] <= 64'h00000000_00000000;
			regs[10] <= 64'h00000000_00000000;
			regs[11] <= 64'h00000000_00000000;
			regs[12] <= 64'h00000000_00000000;
			regs[13] <= 64'h00000000_00000000;
			regs[14] <= 64'h00000000_00000000;
			regs[15] <= 64'h00000000_00000000;
			regs[16] <= 64'h00000000_00000000;
			regs[17] <= 64'h00000000_00000000;
			regs[18] <= 64'h00000000_00000000;
			regs[19] <= 64'h00000000_00000000;
			regs[20] <= 64'h00000000_00000000;
			regs[21] <= 64'h00000000_00000000;
			regs[22] <= 64'h00000000_00000000;
			regs[23] <= 64'h00000000_00000000;
			regs[24] <= 64'h00000000_00000000;
			regs[25] <= 64'h00000000_00000000;
			regs[26] <= 64'h00000000_00000000;
			regs[27] <= 64'h00000000_00000000;
			regs[28] <= 64'h00000000_00000000;
			regs[29] <= 64'h00000000_00000000;
			regs[30] <= 64'h00000000_00000000;
			regs[31] <= 64'h00000000_00000000;
		end
		else 
		begin
			if ((w_ena_i == 1'b1) && (w_addr_i != 5'h00))	
				regs[w_addr_i] <= w_data_i;
		end
	end
	always @(*) begin
		if (rst == 1'b1)
			r_data1_o = 64'h00000000_00000000;
		else if (r_ena1_i == 1'b1)
			r_data1_o = regs[r_addr1_i];
		else
			r_data1_o = 64'h00000000_00000000;
	end
	always @(*) begin
		if (rst == 1'b1)
			r_data2_o = 64'h00000000_00000000;
		else if (r_ena2_i == 1'b1)
			r_data2_o = regs[r_addr2_i];
		else
			r_data2_o = 64'h00000000_00000000;
	end
endmodule
```

## /design/flow/run.sh

```bash
#!/bin/bash
# OpenROAD 26Q1-2900-gdf79404cd8, Yosys 0.63+post, stock flow scripts
make -C /OpenROAD-flow-scripts/flow DESIGN_CONFIG=/design/flow/config.mk WORK_HOME=/design/flow/orfs finish
```

==> impl_results.html <==
<!-- implementation run metrics -->
<table>
<tr><th>Metric</th><th>Value</th></tr>
<tr><th colspan="2">Route</th></tr>
<tr><td>Via-per-instance ratio</td><td>5.64</td></tr>
<tr><td>Residual antenna-violating net count after detailed routing</td><td>0</td></tr>
<tr><td>Detailed-route wire length per cell</td><td>about 37 um</td></tr>
<tr><td>Detailed Route Iter0 Violations</td><td>roughly 4900</td></tr>
<tr><td>Number of iterations in the first detailed-routing pass</td><td>5</td></tr>
<tr><td>Detailed-route wire length</td><td>447000 um</td></tr>
<tr><td>Number of vias in the routed layout</td><td>around 69000</td></tr>
<tr><td>Remaining DRCs</td><td>0</td></tr>
<tr><th colspan="2">Job</th></tr>
<tr><td>OpenROAD warnings</td><td>26</td></tr>
<tr><td>Number of maximum-capacitance violations</td><td>0</td></tr>
<tr><th colspan="2">Global route</th></tr>
<tr><td>Number of antenna violations at the first check in global routing</td><td>72</td></tr>
<tr><td>Maximum number of pins on one net before global-route repair</td><td>82</td></tr>
<tr><td>Wire length of the first global-routing pass</td><td>608000 um</td></tr>
<tr><td>Aggregate global routing overflow</td><td>0</td></tr>
<tr><td>Via count of the first global-routing pass</td><td>74300</td></tr>
<tr><td>Global router's overall resource usage</td><td>0.261</td></tr>
<tr><th colspan="2">Pwr</th></tr>
<tr><td>Power per cell area</td><td>27.2 nW/um^2</td></tr>
<tr><td>Maximum VDD drop</td><td>approximately 0.032 mV</td></tr>
<tr><td>Clock group share of total power</td><td>0.388</td></tr>
<tr><td>Reported leakage power</td><td>42.3 nW</td></tr>
<tr><td>Pwr Total</td><td>3.38 mW</td></tr>
<tr><td>Sequential cell fraction of total power</td><td>0.493</td></tr>
<tr><td>Internal cell power</td><td>between 2 and 3 mW</td></tr>
<tr><td>Fraction of power spent switching nets</td><td>0.251</td></tr>
<tr><td>Logic pwr share</td><td>0.120</td></tr>
<tr><td>P_sw</td><td>between 0.8 and 0.9 mW</td></tr>
<tr><th colspan="2">Clock tree</th></tr>
<tr><td>Number of buffers inserted by hold repair at cts</td><td>0</td></tr>
<tr><td>Clk slew on worst S/H paths</td><td>0.06 ns</td></tr>
<tr><td>Count of clock tree sinks</td><td>2048</td></tr>
<tr><td>Post-CTS setup buffer count</td><td>0</td></tr>
<tr><td>TritonCTS clock tree</td><td>yes</td></tr>
<tr><td>TritonCTS Buffers</td><td>221</td></tr>
<tr><td>Maximum level of the CTS H-tree</td><td>4</td></tr>
<tr><td>Post-cts resize count</td><td>0</td></tr>
<tr><td>Largest buffer count on any clock path</td><td>3</td></tr>
<tr><td>Buffer type at the clock tree root</td><td>clkbuf_16</td></tr>
<tr><th colspan="2">Floorplanning</th></tr>
<tr><td>Chip area</td><td>365000 um^2</td></tr>
<tr><td>Number of top-level design ports</td><td>approximately 210</td></tr>
<tr><td>Core utilization at floorplan</td><td>0.302</td></tr>
<tr><td>Placeable core area</td><td>360000 um^2</td></tr>
<tr><td>Height of the die</td><td>604 um</td></tr>
<tr><td>Die Wd</td><td>604 um</td></tr>
<tr><td>Standard-cell row count</td><td>approximately 220</td></tr>
<tr><th colspan="2">STA</th></tr>
<tr><td>Final Setup Violations</td><td>0</td></tr>
<tr><td>Max Fclk</td><td>0.0335 GHz</td></tr>
<tr><td>Final critical-path required period</td><td>just under 30 ns</td></tr>
<tr><td>Setup repair after global routing missed its margin</td><td>false</td></tr>
<tr><td>Worst hold slack</td><td>11.67 ns</td></tr>
<tr><td>Hold Violations, Final</td><td>0</td></tr>
<tr><td>Max-Slew Margin vs Limit</td><td>0.174</td></tr>
<tr><td>TNS Setup</td><td>0 ns</td></tr>
<tr><td>Share of the clock period used by the worst path</td><td>0.489</td></tr>
<tr><td>Worst slew pin tran</td><td>roughly 1.2 ns</td></tr>
<tr><td>Total count of max-transition violations in the final report</td><td>0</td></tr>
<tr><th colspan="2">Synthesis</th></tr>
<tr><td>Mapped Area</td><td>109000 um^2</td></tr>
<tr><td>Total of warnings raised by yosys</td><td>1</td></tr>
<tr><td>Cell taking the most area after synthesis</td><td>edfxtp_1</td></tr>
<tr><td>Proportion of netlist area held by the largest area contributor</td><td>0.565</td></tr>
<tr><td>Share of synthesized registers carrying an async set or reset</td><td>0</td></tr>
<tr><td>Most common flop cell mapped by yosys</td><td>edfxtp_1</td></tr>
<tr><td>Number of cell instances after yosys synthesis</td><td>7051</td></tr>
<tr><td>Chip area estimate from yosys synthesis</td><td>109000 um^2</td></tr>
<tr><td>Post-Synthesis Mean Instance Area</td><td>15.4 um^2</td></tr>
<tr><td>Synthesis-stage register bit count</td><td>roughly 2000</td></tr>
<tr><td>Seq/Total Area, Yosys</td><td>0.565</td></tr>
<tr><td>Count of cell types in the netlist</td><td>between 50 and 60</td></tr>
<tr><td>Post-synth area hogs</td><td>edfxtp_1, mux4_2, and2_1</td></tr>
<tr><td>Flip-flops with a built-in enable</td><td>2048</td></tr>
<tr><td>Number of instances in the synthesized netlist</td><td>7051</td></tr>
<tr><th colspan="2">Critical path</th></tr>
<tr><td>CP startpoint kind</td><td>input pin</td></tr>
<tr><td>Worst endpoint data arrival time</td><td>17.62 ns</td></tr>
<tr><td>Worst setup EP type</td><td>output port</td></tr>
<tr><td>Data required time of the worst path</td><td>48.80 ns</td></tr>
<tr><td>Crit path kind</td><td>in -&gt; out</td></tr>
<tr><td>Worst-path maximum fanout</td><td>36</td></tr>
<tr><th colspan="2">Cells and area</th></tr>
<tr><td>Post-route cell area</td><td>124000 um^2</td></tr>
<tr><td>Max FFs per register</td><td>2048</td></tr>
<tr><td>Fraction of layout cells with a size suffix above 1</td><td>0.233</td></tr>
<tr><td>Fillers</td><td>33500</td></tr>
<tr><td>Area growth from synthesis to final layout</td><td>13.9%</td></tr>
<tr><td>Register ranked first by flip-flop count</td><td>regs</td></tr>
<tr><td>Top Registers</td><td>regs (2048)</td></tr>
<tr><td>Non-filler instance count after layout</td><td>approximately 12000</td></tr>
<tr><th colspan="2">Placed design</th></tr>
<tr><td>GP Congestion</td><td>0.930</td></tr>
<tr><td>Port bufs</td><td>211</td></tr>
<tr><td>Placed cell areas</td><td>117000 um^2</td></tr>
<tr><td>Placed Cells incl. Taps</td><td>around 12000</td></tr>
<tr><td>Dpl hpwl</td><td>about 270000 um</td></tr>
<tr><th colspan="2">Hold path</th></tr>
<tr><td>HP Class</td><td>in -&gt; reg</td></tr>
<tr><th colspan="2">Outcome</th></tr>
<tr><td>Status</td><td>finished, final reports clean</td></tr>
</table>
==> Yosys cell counts (37+ instances only) <==
cell and n:
a21oi_1 43, a22oi_1 66, and2_1 1991, buf_2 158
buf_4 66, clkbuf_1 492, edfxtp_1 2048, mux2_2 45
mux2i_1 526, mux4_2 913, nand2_1 47, nor2_1 81
nor2b_1 37, o221ai_1 81, o22a_1 66, o22ai_1 50
==> worst max-delay path, stage by stage <==
cell and delay (ns):
buf_8 0.33, buf_4 0.47, buf_4 0.58, buf_4 0.64
buf_4 0.57, buf_4 0.58, mux4_2 0.58, a22o_1 0.27
o21ai_1 0.17, o221ai_1 0.46, clkdlybuf4s50_1 0.58
==> cells in the final DEF, fill, tap and decap left out, drive strengths merged, types with 7 or more instances in the layout <==
cell	n
edfxtp	2048
and2	1992
mux4	913
mux2i	526
buf	363
clkbuf	277
clkdlybuf4s50	202
clkinv	104
o221ai	81
nor2	81
diode	68
a22oi	66
o22a	66
conb	64
o22ai	50
nand2	47
mux2	45
a21oi	43
nor2b	37
or2	35
a22o	33
a211oi	31
nand3	27
a221oi	22
o21ai	20
o211ai	16
nand2b	16
bufinv	15
nor3	12
and3	11
a2111oi	8
nand3b	7
==> power groups by stage <==
stage / logic, mW / clock network (mW) / registers [mW]
finish: 0.404 / 1.31 / 1.66
global route: 0.419 / 1.37 / 1.67
CTS: 0.400 / 1.32 / 1.66
==> kinds of logic after synthesis <==
group	Yosys count	synth area share
AND-OR/OR-AND	459	0.0323
buffers and inverters	772	0.0323
flip-flops	2048	0.565
multiplexers	1484	0.242
other	1	0.0000345
AND/OR/NAND/NOR	2287	0.128
==> worst paths after layout <==
check | startpoint | end | slack (ns) | cells after the start
worst max-delay path | r_addr1_i[0] | r_data1_o[53] | 31.18 | 11
worst min-delay path | rst | regs[0][12] | 11.67 | 1
==> per-layer routing <==
| layer | vias to the layer above | track usage | wire length, um | share of wire |
|---|---|---|---|---|
| met5 | - | 0.0417 | 2060 | 0.0046 |
| met4 | 109 | 0.155 | 33800 | 0.076 |
| met3 | 1447 | 0.240 | 91700 | 0.21 |
| met2 | 6225 | 0.365 | 195000 | 0.44 |
| met1 | 33300 | 0.240 | 125000 | 0.28 |
| li1 | 27400 | - | - | - |
==> area by class of cell <==
cell class | count | area, um^2 | area share
flip-flops and latches | 2048 | 61500 | 0.496
multi-input cells | 4294 | 44500 | 0.359
well taps | 4773 | 5970 | 0.0482
clock buffers | 277 | 5830 | 0.0470
repair buffers | 565 | 4980 | 0.0402
clock inverters | 130 | 1070 | 0.00860
diodes | 68 | 170 | 0.00137
==> metrics by stage <==
stage | utilization | setup slack [ns]
6_report | 0.344 | 31.18
5_1_grt | 0.344 | 30.76
4_1_cts | 0.344 | 30.99
3_5_place_dp | 0.325 | 31.00
3_3_place_gp | 0.325 | 31.02
2_1_floorplan | - | 35.07
No activity file was given, so power comes from the tool's default toggle rates.
